===== ./run.sh =====
#!/bin/bash
# OpenROAD 26Q1-2900-gdf79404cd8, Yosys 0.63+post, stock flow scripts
make -C /OpenROAD-flow-scripts/flow DESIGN_CONFIG=/design/flow/config.mk WORK_HOME=/design/flow/orfs finish

===== ./config.mk =====
export PLATFORM = sky130hd
export DESIGN_NAME = data_memory
export DESIGN_NICKNAME = data_memory
export VERILOG_FILES = /design/flow/design.v
export SDC_FILE = /design/flow/constraint.sdc
export NUM_CORES = 4
export LEC_CHECK = 1
export CORE_UTILIZATION = 40

===== ./constraint.sdc =====
current_design data_memory

set clk_period 40.6
set clk_io_pct 0.2

create_clock -name clk0 -period $clk_period [get_ports {clk}]

set non_clock_inputs [all_inputs -no_clocks]
set_input_delay [expr $clk_period * $clk_io_pct] -clock clk0 $non_clock_inputs
set_output_delay [expr $clk_period * $clk_io_pct] -clock clk0 [all_outputs]

===== ./design.v =====
module data_memory(
                   input clk,
                   input WE,
                   input [3:0] I,
                   input [31:0] A,
                   input [31:0] WD,
                   output [31:0] RD
                   );
   reg [31:0]                    RAM[0:63];
   assign RD = (WE == 0) ? RAM[A] : 32'b0;
   always @(posedge clk) if (WE) RAM[A] <= WD;
endmodule  

==> results.json <==
{
  "p_leak_nw": 27.3,
  "drv_slew": 0,
  "avgSynthCellArea_um2": 17.9,
  "rsz0062_at_grt": "false",
  "postSynthSeqShare_pct": 78.7,
  "die_w_um": 444,
  "numCtsBuffers": 195,
  "num_io_pins": 102,
  "finalClockPeriodUsage_pct": 52.9,
  "ctsHoldBuffers": 0,
  "routed_wl_um": 216000,
  "flop_cell": "edfxtp_1",
  "warnings": 56,
  "synth_cells": 4373,
  "dp_hpwl_um": 122000,
  "postCtsSetupBuffers": 0,
  "timing.slew.headroom_pct": 26.5,
  "regMostFlops": "RAM",
  "yosys_warnings": 1,
  "clkTransAtPathRegs_ns": 0.05,
  "seqPwrFrac_pct": 54.7,
  "fmax_mhz": 46.6,
  "htree_levels": 4,
  "outcome": "finished clean",
  "critPathKind": "in -> out",
  "antenna_found_initial": 10,
  "ys_ff": 2048,
  "min_path_type": "in -> reg",
  "n_fill_cell": 16100,
  "synthArstFlopShare_pct": 0,
  "edf_count": 2048,
  "ys_types": 57,
  "drc": 0,
  "ys_cells": 4373,
  "firstDrtPassIters": 7,
  "comb_area_um2": 15600,
  "setup_tns_ns": 0,
  "clockPowerShare_pct": 39.7,
  "ys_chip_area_um2": 78200,
  "post_cts_resized": 0,
  "gp_congestion": 0.907,
  "min_period_ns": 21.46,
  "clock_path_buffers": 3,
  "detail_route.wl_per_cell_um": 30.0,
  "switchingPower_mw": 0.938,
  "num_rows": 161,
  "port_buffers": 71,
  "synth.top_cell.area_share_pct": 78.7,
  "worst_pin_slew_ns": 1.09,
  "lay_top_count": "edfxtp_1",
  "core_um2": 193000,
  "cts_tree": "built",
  "hold_viol_final": 0,
  "cp-end-kind": "output pin",
  "initial_core_util_pct": 40.4,
  "grt_max_degree": 96,
  "syn_area_um2": 78200,
  "final_cell_mix": "edfxtp_1 (2048), a22oi_1 (422), a21oi_1 (236)",
  "gr-usage-all-layers_pct": 24.1,
  "arrival_ns": 13.34,
  "seq_area_um2": 61500,
  "power_frac_comb_pct": 5.6,
  "swShare_pct": 21.9,
  "final_antenna_net_count": 0,
  "area.growth.synth_to_final_pct": 13.1,
  "cts_sinks": 2048,
  "die_area_um2": 197000,
  "cp.required_ns": 32.48,
  "cp-start-kind": "primary input",
  "setup_violations": 0,
  "critPathMaxFanout": 90,
  "powerDensity_nw_per_um2": 48.5,
  "grt-ovfl-total": 0,
  "largest_reg_flops": 2048,
  "internal_power_mw": 3.35,
  "finalPower_mw": 4.29,
  "maxCapViolCount": 0,
  "peakVddDrop_mv": 0.0388,
  "first_iter_violations": 3027,
  "grt_pass1_vias": 44900,
  "viasPerCell": 5.94,
  "vias": 42800,
  "reg.largest.list": "RAM (2048)",
  "cts_root_buffer": "clkbuf_16",
  "largest_area_cell": "edfxtp_1",
  "drive_gt1_share_pct": 15.7,
  "die_h_um": 444,
  "ys_top_cells_by_area": "edfxtp_1 (79%), a22oi_1 (4.1%), mux2i_1 (2.3%), a221oi_1 (2.1%), mux4_2 (1.8%)",
  "grt_pass1_wl_um": 311000
}
layout make-up:
cell class / count / share of cell area (%)
clock inverters: 100 / 0.870
multi-input cells: 1989 / 17.6
inverters: 1 / 0.00425
well taps: 2526 / 3.58
flip-flops and latches: 2048 / 69.6
diodes: 8 / 0.0226
clock buffers: 252 / 5.83
repair buffers: 285 / 2.49
power by group through the flow:
stage / Combinational [mW] / Sequential [mW] / Clock, mW
finish: 0.239 / 2.34 / 1.70
CTS: 0.240 / 2.34 / 1.73
global route: 0.255 / 2.34 / 1.81
per-stage QoR:
stage | cells | setup WS [ns] | hold WS (ns) | instance area [um2] | utilization (%)
after floorplan | 4373 | 22.78 | 8.22 | 78200 | -
after global placement | 6849 | 19.17 | 8.32 | 82500 | 42.6
after detailed placement | 6849 | 19.17 | 8.32 | 82500 | 42.6
after CTS | 7201 | 19.17 | 7.44 | 88400 | 45.7
after global routing | 7204 | 19.09 | 7.46 | 88400 | 45.7
final | 7209 | 19.14 | 7.50 | 88400 | 45.7
synthesized netlist by cell type, types with 12 or more instances:
library cell and count:
edfxtp_1 2048, a22oi_1 422, a21oi_1 236, a221oi_1 187, mux2i_1 179, nor2_1 155
o21ai_0 144, clkbuf_1 137, buf_2 127, o22ai_1 122, nand2_1 78, mux2_2 64
mux4_2 64, a22o_1 51, a31oi_1 42, buf_1 34, or4_1 27, buf_4 22
a211oi_1 21, a41oi_1 16, or2_2 16, buf_6 15, o32ai_1 15, a21o_1 14
o311ai_0 14, a2bb2oi_1 13, o211a_1 13, nor4_2 12
path summary, 6_finish.rpt:
kind | slack, ns | startpoint | endpoint | cells past startpoint
max | 19.14 | A[0] | RD[31] | 11
min | 7.50 | WD[17] | RAM[12][17]$_DFFE_PP_ | 1
critical path, stage by stage:
cell and delay (ns):
clkbuf_8 0.32, buf_4 0.58, and2_4 0.67, buf_12 0.44, buf_4 0.62, a221oi_1 0.25, a211oi_1 0.38, a221oi_1 0.09
and3_1 0.26, a21oi_1 0.66, clkdlybuf4s50_1 0.60
cells by family after synthesis:
kind of cell,share of synthesized area (%)
mux,5.06
buf+inv,2.07
compound gates,12.0
flops,78.7
simple gates,2.15
per-layer routing:
| layer | global-route usage (%) | wire length (um) | vias to the layer above |
|---|---|---|---|
| met4 | 8.55 | 9720 | 10 |
| met2 | 34.8 | 100000 | 2515 |
| li1 | - | - | 18500 |
| met3 | 17.0 | 34100 | 324 |
| met5 | 0.513 | 121 | - |
| met1 | 29.0 | 71800 | 21400 |
Power figures rest on the tool's default switching activity, not on a simulated workload.
